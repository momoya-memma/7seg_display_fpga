===== flow/constraint.sdc =====
current_design top_module

set clk_period 3.3
set clk_io_pct 0.2

create_clock -name clk0 -period $clk_period [get_ports {CLK100MHZ}]

set non_clock_inputs [all_inputs -no_clocks]
set_input_delay [expr $clk_period * $clk_io_pct] -clock clk0 $non_clock_inputs
set_output_delay [expr $clk_period * $clk_io_pct] -clock clk0 [all_outputs]

===== flow/run.sh =====
#!/bin/bash
# OpenROAD 26Q1-2900-gdf79404cd8, Yosys 0.63+post, stock flow scripts
make -C /OpenROAD-flow-scripts/flow DESIGN_CONFIG=/design/flow/config.mk WORK_HOME=/design/flow/orfs finish

===== flow/config.mk =====
export PLATFORM = sky130hd
export DESIGN_NAME = top_module
export DESIGN_NICKNAME = top_module
export VERILOG_FILES = /design/flow/design.v
export SDC_FILE = /design/flow/constraint.sdc
export NUM_CORES = 4
export LEC_CHECK = 1
export CORE_UTILIZATION = 40

===== flow/design.v =====
`timescale 1ns / 1ps
module top_module(
        input wire CLK100MHZ
        , input wire ck_rst
        , input rx
        , output wire [3:0] ja
        , output wire [3:0] jb
    );
    wire [7:0] disp_number;
    wire [3:0] disp_number_digit1;
    wire [3:0] disp_number_digit2;
    wire [6:0] disp_signal;
    wire [6:0] disp_signal_digit1;
    wire [6:0] disp_signal_digit2;
    wire sel;
    wire [7:0] r_data;
    wire [3:0] num;
    wire received_toggle_signal; 
    receive_uart_rx receive_uart_rx(.clk(CLK100MHZ), .rst(ck_rst), .receive_signal(rx), .receive_data(r_data), .received_toggle_signal(received_toggle_signal));
    convert_data_to_ascii convert_data_to_ascii(.clk(CLK100MHZ), .ascii_data(r_data), .rst(ck_rst),.received_toggle_signal(received_toggle_signal), .decoded_hex_num(num));
    add_num_to_fifo add_num_to_fifo(.clk(CLK100MHZ), .input_data(num), .shift_clk(received_toggle_signal), .rst(ck_rst), .digit1_data(disp_number_digit1), .digit2_data(disp_number_digit2) );
    convert_num_to_segment convert_num_to_segment_digit1(.clk(CLK100MHZ),.num(disp_number_digit1), .rst(ck_rst), .segment(disp_signal_digit1));
    convert_num_to_segment convert_num_to_segment_digit2(.clk(CLK100MHZ),.num(disp_number_digit2), .rst(ck_rst), .segment(disp_signal_digit2));
    toggle_sel toggle_sel(.clk(CLK100MHZ), .rst(ck_rst), .sel(sel));
    toggle_digit toggle_digit(.clk(CLK100MHZ), .sel(sel), .digit1(disp_signal_digit1), .digit2(disp_signal_digit2), .disp(disp_signal));
    assign ja[0] = disp_signal[0];
    assign ja[1] = disp_signal[1];
    assign ja[2] = disp_signal[2];
    assign ja[3] = disp_signal[3];
    assign jb[0] = disp_signal[4];
    assign jb[1] = disp_signal[5];
    assign jb[2] = disp_signal[6];
    assign jb[3] = sel;
endmodule
module receive_uart_rx(input wire clk, input wire rst , input wire receive_signal, output reg [7:0] receive_data, output reg received_toggle_signal);
    parameter STATE_IDLE = 0;
    parameter STATE_1ST_NEGEDGE = 1;
    parameter STATE_FETCH_DATA = 2;
    parameter STATE_WAIT_1PERIOD = 3;
    parameter CLOCK_UART = 10416 ;  
    parameter CLOCK_UART_HALF = CLOCK_UART / 2;  
    reg [3:0] state;
    reg [16:0] uart_counter;
    reg [7:0] data_counter;
    reg [7:0] receive_data_buf;
    always @ (posedge clk) begin
        if(rst == 0) begin
            receive_data <= 8'b0;
            state <= 4'b0;
            uart_counter <= 17'b0;
            data_counter <= 8'b0; 
            received_toggle_signal <= 0; 
        end else begin
            if(state == STATE_IDLE) begin 
                if(receive_signal == 0) begin
                    state <= STATE_1ST_NEGEDGE;
                end
            end else if(state == STATE_1ST_NEGEDGE) begin 
                if(uart_counter > CLOCK_UART+CLOCK_UART_HALF) begin
                    state <= STATE_FETCH_DATA;
                    uart_counter <= 17'b0;
                end else begin
                    uart_counter <= uart_counter+ 17'b1;                
                end
            end else if(state == STATE_FETCH_DATA) begin
                if(data_counter == 4'h8) begin
                    data_counter <= 4'b0;
                    receive_data <= receive_data_buf;
                    received_toggle_signal <= ~received_toggle_signal;
                    state <= STATE_IDLE;
                end else begin
                    receive_data_buf[data_counter] <= receive_signal;
                    state <= STATE_WAIT_1PERIOD;
                end
            end else if(state == STATE_WAIT_1PERIOD) begin 
                if(uart_counter > CLOCK_UART) begin
                    data_counter <= data_counter+4'b1;
                    state <= STATE_FETCH_DATA;
                    uart_counter <= 17'b0;
                end else begin
                    uart_counter <= uart_counter+ 17'b1;                
                end
            end
        end
    end
endmodule
module convert_data_to_ascii(input wire clk,input wire [7:0] ascii_data, input wire rst, input wire received_toggle_signal, output reg [3:0] decoded_hex_num);
    reg previous_toggle_signal;
    always @ (posedge clk) begin
        if(rst == 0) begin
            decoded_hex_num <= 0;
            previous_toggle_signal <= 0;
        end else begin
            if(previous_toggle_signal == received_toggle_signal) begin
            end else begin
                decoded_hex_num <= asciidec(ascii_data);
                previous_toggle_signal <= received_toggle_signal;
            end
        end
    end
    function [3:0]asciidec; 
    input [7:0] din;
    begin
        case(din)
            8'h30 : asciidec = 4'h0;
            8'h31 : asciidec = 4'h1;
            8'h32 : asciidec = 4'h2;
            8'h33 : asciidec = 4'h3;
            8'h34 : asciidec = 4'h4;
            8'h35 : asciidec = 4'h5;
            8'h36 : asciidec = 4'h6;
            8'h37 : asciidec = 4'h7;
            8'h38 : asciidec = 4'h8;
            8'h39 : asciidec = 4'h9;
            8'h61 : asciidec = 4'hA; 
            8'h62 : asciidec = 4'hB; 
            8'h63 : asciidec = 4'hC; 
            8'h64 : asciidec = 4'hD; 
            8'h65 : asciidec = 4'hE; 
            8'h66 : asciidec = 4'hF; 
            8'h41 : asciidec = 4'hA; 
            8'h42 : asciidec = 4'hB; 
            8'h43 : asciidec = 4'hC; 
            8'h44 : asciidec = 4'hD; 
            8'h45 : asciidec = 4'hE; 
            8'h46 : asciidec = 4'hF; 
            default:asciidec = 4'h0;
        endcase
    end
    endfunction
endmodule
module convert_num_to_segment(input wire clk, input wire rst, input wire [3:0] num, output reg [6:0] segment);
    always @(posedge clk) begin 
        if(rst == 0) begin
            segment <= 0;
        end else begin
            segment <= segdec(num);
        end
    end
    function [6:0] segdec; 
        input [7:0] din;
        begin
            case(din)
                4'h0 : segdec = 7'b0111111;
                4'h1 : segdec = 7'b0000110;
                4'h2 : segdec = 7'b1011011;
                4'h3 : segdec = 7'b1001111;
                4'h4 : segdec = 7'b1100110;
                4'h5 : segdec = 7'b1101101;
                4'h6 : segdec = 7'b1111101;
                4'h7 : segdec = 7'b0100111;
                4'h8 : segdec = 7'b1111111;
                4'h9 : segdec = 7'b1101111;
                4'hA : segdec = 7'b1110111; 
                4'hB : segdec = 7'b1111100; 
                4'hC : segdec = 7'b0111001; 
                4'hD : segdec = 7'b1011110; 
                4'hE : segdec = 7'b1111001; 
                4'hF : segdec = 7'b1110001; 
                default:segdec = 7'b1000000;
            endcase
        end
    endfunction
endmodule
module add_num_to_fifo(input wire clk,input wire [3:0] input_data, input wire shift_clk, input wire rst, output reg [3:0]digit1_data, output reg [3:0]digit2_data);
    reg previous_shift_clk;
    reg [6:0] delay_counter;
    always @(posedge clk) begin
        if(rst == 0) begin
            digit1_data <= 0;
            digit2_data <= 0;
            previous_shift_clk <= 0;
            delay_counter <= 0;
        end else begin
            if(previous_shift_clk == shift_clk) begin
            end else begin
                if(delay_counter > 7'd100) begin 
                    digit1_data <= input_data;
                    digit2_data <= digit1_data;
                    previous_shift_clk <= ~previous_shift_clk;
                    delay_counter <= 7'b0;
                end else begin
                    delay_counter <= delay_counter+7'b1;
                end
            end
        end
    end
endmodule
module toggle_sel(input wire clk, input wire rst,output reg sel);
    parameter count_up = 1000000; 
    reg [19:0] counter;
    always @ (posedge clk) begin
        if(rst == 0) begin
            sel <= 0;
            counter <= 20'b0;
        end else begin
            if(counter == count_up) begin
                counter <= 20'b0;
                sel <=~sel;
            end else begin
                counter <= counter +20'b1;
            end
        end
    end
endmodule
module toggle_digit(input wire clk, input wire sel, input wire [6:0] digit1, input wire [6:0] digit2, output reg [6:0] disp );
    always @ (posedge clk) begin
        if(sel == 0) begin
            disp <= digit1;
        end else begin
            disp <= digit2;
        end
    end
endmodule

==> run notes <==
Results of the implementation run.

The overall die area came out at 0.0137 mm^2. The overall power of the completed layout came out at 0.00250 W. The total antenna diodes in the routed design came out at 0. The clock reaches the later pin of the worst-skew pair after 340 ps.

Global routing consumed, on the met2 layer, 24.2% of the routing resources. Looking at the global route congestion table, the highest-usage layer is met2. Per the synthesis report, the XOR/XNOR share of the synthesized area is 7.29%. The leakage power is 2.18 nW.

The remaining number of nets flagged by the antenna check after routing came out at 0. The first global-routing pass estimated 16.1 mm of wire. For this run, the leading register cell type out of synthesis is sky130_fd_sc_hd__dfxtp_1.

The post-route minimum period came out at 2650 ps. The worst stage delay on the critical path came out at 400 ps. The worst setup path is captured at a flop. The report lists the cells along the critical path as inv_1, ha_1, nor4b_4, nand4_1, a211o_1, a211oi_2, nand3_1, mux2_1. The number of buffers inserted during clock tree synthesis is 9. The placement stage leaves a total instance area of 0.00549 mm^2.

Of the total power, the share spent switching nets is 19.7%. The flow ran to the end, and the final reports show no timing, DRC or antenna violations. Per the STA report, the cell with the highest stage delay on the worst path is sky130_fd_sc_hd__a211oi_2. The min-delay analysis places its worst path in the category flop to flop. For this design, Yosys synthesis ends with a cell count of 600. The part of the power in registers is 54.3%. The worst-case clock buffer depth came out at 2.

The average size of a mapped cell came out at 8.81 um^2. The vertical die dimension came out at 117 um. The stage logs contain a warning count of 41.

For this design the ratio of total power to cell area is 431 mW/mm^2. In this run, synthesis inferred 8 flip-flops with an integrated enable. The combinational cell fraction of total power is 2.5%. TritonCTS built the clock tree. The clock H-tree reported by CTS has 3 levels. In this run the critical register-to-register path is captured at receive_uart_rx.data_counter[6].

The pin count of the biggest net entering global routing is 39. The number of DRC markers in iteration 0 came out at 233. The final setup violation count is 0. The required time of the worst setup path came out at 3530 ps. In the setup report, the worst path falls into the class flop to flop. The number of cells produced by synthesis came out at 600.

sky130_fd_sc_hd__dfxtp_1 takes more of the synthesized area than any other cell. The effective utilization at floorplan is 41.4%. The worst-case headroom to the max-slew limit came out at 50.0%. The post-CTS resize count is 0. The average detailed-routed wire length per instance came out at 12.0 um.

The post-route utilization of the core is recorded as 45.4%. The clock share of power is 43.1%. The fraction of registers with async set or reset after synthesis came out at 0%. The post-synthesis simple-gate area fraction is 23.8%.

The net switching power of the design is 0.000493 W. According to the I/O placement log, the pin count is 11. The count of buffers inserted at the top-level ports is 10.

Global routing used 14.9% of the available tracks. The arithmetic-cell share of the synthesized area counting full adders, half adders and majority gates is 5.21%. Routability-driven placement finished with a final weighted congestion of 0.864. The setup TNS is 0 ps. The clock slew at the register clock pins of the worst setup and hold paths is 70 ps. The tree built by TritonCTS fans out to 109 sinks. Setup repair after global routing left no endpoint under its margin. The top cell type by area accounts for 38.2% of the synthesized area. The number of buffers inserted by hold repair at cts came out at 0. In this run the worst path has a maximum fanout of 8. Sorting the synthesized cells by how often they occur yields sky130_fd_sc_hd__nor2_1 (116), sky130_fd_sc_hd__dfxtp_1 (101), sky130_fd_sc_hd__nand2_1 (43). For reference, compound AND-OR and OR-AND cells occupy 9.06% of the area reported after synthesis. The design internal power came out at 0.00201 W. The count of yosys warnings during synthesis is 6. The remaining design rule violation count came out at 0.

The sequential element share of the synthesized area is 42.8%. The final instance area is 0.00580 mm^2. The layout cell share with drive strength beyond 1 came out at 7.33%. The chip width is 117 um. The initial antenna violation count is 0.

The final count of pins violating max slew is 0. The via count of the first global-routing pass is 3,519. STA classifies the critical path startpoint as a flop. The worst-case reg-to-reg path depth came out at 8. The number of setup buffers added after CTS is 0. The synthesized design contains 109 register bits. The floorplan step defined a core boundary enclosing 0.0128 mm^2. For the worst reg-to-reg path, the startpoint reported by OpenROAD is receive_uart_rx.data_counter[1]. The first-pass detailed-route iteration total came out at 4. The top cell type by instance count after synthesis is sky130_fd_sc_hd__nor2_1.

The wire length recorded after detailed routing is 9.29 mm. The final period utilization came out at 80.2%. For this run the aggregate overflow at the end of global routing stands at 0.

The post-synthesis mux area share came out at 7.55%. The met3 track demand over resource came out at 3.09%. Max-cap violations in this run came to 0.

The worst reg-to-reg setup slack came out at 650 ps. For the pin with the worst max-slew slack, the measured transition is 750 ps. In the Yosys stats the netlist draws on 59 distinct library cells. The area growth from synthesis to layout is 9.63%. The combinational family with the most area after synthesis is simple AND/OR/NAND/NOR gates. STA lists the startpoint of the worst hold path as convert_num_to_segment_digit1.segment[3]. The peak supply drop came out at 0.000251 V. For this block, the via count after detailed routing is 3,899. The half-perimeter wire length after placement came out at 6.39 mm. In the hold report, the worst path ends at toggle_digit.disp[3]. The number of vias per cell came out at 5.05. The met1 track demand over resource came out at 22.1%. The standard-cell row count came out at 41.

Data arrives at the worst endpoint at 2880 ps. Looking at the clock tree report, the root buffer type is sky130_fd_sc_hd__clkbuf_16. For reference, the top cells by area after synthesis are sky130_fd_sc_hd__dfxtp_1 (38%), sky130_fd_sc_hd__nor2_1 (8.2%), sky130_fd_sc_hd__ha_1 (5.2%).

The post-synthesis chip area from yosys came out at 0.00529 mm^2. The final tally of hold violations is 0. The hold path depth is 1.

The synthesized area is 0.00529 mm^2. Timing would allow up to 378 MHz. The clock arrives with 6.05 ps of skew.
[stage by stage]
step	setup WS, ps	hold slack (ps)	std cells
final	654	454	772
after global routing	452	463	772
after CTS	663	458	772
after detailed placement	680	443	756
after global placement	742	439	756
after floorplan	1130	433	600
[flip-flops by register name (all words and copies together) (netlist names)]
| name | cells |
|---|---|
| add_num_to_fifo.delay_counter | 7 |
| add_num_to_fifo.digit1_data | 4 |
| add_num_to_fifo.digit2_data | 4 |
| add_num_to_fifo.previous_shift_clk | 1 |
| convert_data_to_ascii.decoded_hex_num | 4 |
| convert_data_to_ascii.previous_toggle_signal | 1 |
| convert_num_to_segment_digit1.segment | 7 |
| convert_num_to_segment_digit2.segment | 7 |
| receive_uart_rx.data_counter | 8 |
| receive_uart_rx.receive_data | 8 |
| receive_uart_rx.receive_data_buf | 8 |
| receive_uart_rx.received_toggle_signal | 1 |
| receive_uart_rx.state | 4 |
| receive_uart_rx.uart_counter | 17 |
| toggle_digit.disp | 7 |
| toggle_sel.counter | 20 |
| toggle_sel.sel | 1 |
[how the worst max path moves through the flow]
| stage | from | to | slack (ps) | depth (start not counted) |
|---|---|---|---|---|
| final | receive_uart_rx.data_counter[1] | receive_uart_rx.data_counter[6] | 650 | 8 |
| after global routing | receive_uart_rx.data_counter[1] | receive_uart_rx.data_counter[4] | 450 | 8 |
| after CTS | receive_uart_rx.data_counter[1] | receive_uart_rx.data_counter[6] | 660 | 8 |
[kinds of logic (layout without fill, tap and decap cells)]
logic type,Yosys count,count (layout)
AOI/OAI and AO/OA,72,72
buffers and inverters,55,55
xor gates and xnor gates,44,44
adders and majority gates,22,22
and+or+nand+nor,263,263
muxes,35,35
DFF,109,109
[cell type report]
class                      instances  area, um^2
fill                            1171        6980
timing repair buffer              13         123
clock inverter                     3        41.3
clock buffer                      13         262
tap                              172         215
inverter                          26        97.6
sequential                       109        2260
multi-input combinational        436        2800
[critical path: cells and delay by family, from the launching register on]
kind | cells | cell delay (ps)
AND-OR/OR-AND | 2 | 730
adder cells (fa/ha/maj) | 1 | 330
buffers and inverters | 1 | 150
flip-flops | 1 | 370
multiplexers | 1 | 320
AND/OR/NAND/NOR | 3 | 630
[layout by cell type (no fill, tap or decap), types with 5 or more instances in the layout]
cell	n
sky130_fd_sc_hd__a21oi_1	23
sky130_fd_sc_hd__nor2_1	116
sky130_fd_sc_hd__mux2i_1	14
sky130_fd_sc_hd__nor4_1	5
sky130_fd_sc_hd__xor2_1	28
sky130_fd_sc_hd__inv_1	26
sky130_fd_sc_hd__nand2b_1	8
sky130_fd_sc_hd__or3_1	5
sky130_fd_sc_hd__nand4_1	12
sky130_fd_sc_hd__clkdlybuf4s50_1	10
sky130_fd_sc_hd__xnor2_1	16
sky130_fd_sc_hd__and3_1	7
sky130_fd_sc_hd__nor3_1	16
sky130_fd_sc_hd__ha_1	22
sky130_fd_sc_hd__dfxtp_1	101
sky130_fd_sc_hd__clkbuf_16	10
sky130_fd_sc_hd__nand3_1	29
sky130_fd_sc_hd__o21ai_0	12
sky130_fd_sc_hd__mux2_2	17
sky130_fd_sc_hd__edfxtp_1	8
sky130_fd_sc_hd__nand2_1	43
[layer usage]
metal,part of all wire (%),up-vias
met3,3.1,6
li1,-,2057
met2,46,40
met5,0,-
met4,0.82,0
met1,50,1796
[power by group through the flow]
stage	Sequential [W]	Combinational [W]	Clock, W
4_1_cts	0.00136	0.0000636	0.00112
5_1_grt	0.00136	0.0000731	0.00117
6_report	0.00136	0.0000626	0.00108
Power is estimated from default activity; no workload was simulated.
